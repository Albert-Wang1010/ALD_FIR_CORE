`./run.sh`:
```
#!/bin/bash
# OpenROAD 26Q1-2900-gdf79404cd8, Yosys 0.63+post, stock flow scripts
make -C /OpenROAD-flow-scripts/flow DESIGN_CONFIG=/design/flow/config.mk WORK_HOME=/design/flow/orfs finish
```
`./design.v`:
```
`timescale 1ns/1ps
module fir_core (
    input  wire                 clk1,            
    input  wire                 clk2,            
    input  wire                 rstn,            
    input  wire signed [15:0]   din,             
    input  wire                 valid_in,        
    input  wire signed [15:0]   cin,             
    input  wire [5:0]           caddr,           
    input  wire                 cload,           
    output wire signed [15:0]   dout,            
    output wire                 valid_out        
);
    localparam NUM_TAPS = 64;
    localparam ADDR_W   = 6;
    wire signed [15:0]  fifo_dout;
    wire                fifo_empty;
    wire                fifo_full;
    wire                fifo_ren;
    wire signed [15:0]  coeff_out;
    wire                coeff_ren;
    wire [ADDR_W-1:0]   coeff_raddr;
    wire signed [15:0]  reg_dout;
    wire                reg_wen;
    wire                reg_ren;
    wire [ADDR_W-1:0]   reg_waddr;
    wire [ADDR_W-1:0]   reg_raddr;
    wire                alu_en_mac;
    wire                alu_clr_acc;
    wire signed [39:0]  alu_acc;
    wire signed [31:0]  alu_prod;
    wire signed [15:0]  alu_result;
    wire                alu_saturated;
    wire                fsm_done;
    fir_fifo #(
        .WIDTH(16),
        .DEPTH(64),
        .ADDR_W(6)
    ) u_fifo (
        .clk1(clk1),
        .rstn1(rstn),
        .wen(valid_in),
        .din(din),
        .full(fifo_full),
        .clk2(clk2),
        .rstn2(rstn),
        .ren(fifo_ren),
        .dout(fifo_dout),
        .empty(fifo_empty)
    );
    cmem #(
        .DEPTH(64),
        .WIDTH(16),
        .ADDR_W(6)
    ) u_cmem (
        .clk2(clk2),
        .rstn(rstn),
        .cload(cload),
        .caddr(caddr),
        .cin(cin),
        .ren(coeff_ren),
        .raddr(coeff_raddr),
        .cout(coeff_out)
    );
    regfile #(
        .DEPTH(64),
        .WIDTH(16),
        .ADDR_W(6)
    ) u_regfile (
        .clk2(clk2),
        .rstn(rstn),
        .wen(reg_wen),
        .waddr(reg_waddr),
        .din(fifo_dout),
        .ren(reg_ren),
        .raddr(reg_raddr),
        .dout(reg_dout)
    );
    fir_alu #(
        .ACC_W(40)
    ) u_alu (
        .clk(clk2),
        .rstn(rstn),
        .en_mac(alu_en_mac),
        .clr_acc(alu_clr_acc),
        .a_q15(reg_dout),        
        .b_q15(coeff_out),       
        .acc_out(alu_acc),
        .prod_q30(alu_prod),
        .y_q7_9(alu_result),
        .y_saturated(alu_saturated)
    );
    fir_fsm u_fsm (
        .clk2(clk2),
        .rstn(rstn),
        .fifo_empty(fifo_empty),
        .fifo_ren(fifo_ren),
        .coeff_ren(coeff_ren),
        .coeff_raddr(coeff_raddr),
        .reg_wen(reg_wen),
        .reg_ren(reg_ren),
        .reg_waddr(reg_waddr),
        .reg_raddr(reg_raddr),
        .alu_en_mac(alu_en_mac),
        .alu_clr_acc(alu_clr_acc),
        .alu_result(alu_result),
        .dout(dout),
        .valid_out(valid_out),
        .done(fsm_done)
    );
endmodule
module fir_fsm (
    input  wire                 clk2,
    input  wire                 rstn,
    input  wire                 fifo_empty,
    output reg                  fifo_ren,
    output reg                  coeff_ren,
    output reg  [5:0]           coeff_raddr,
    output reg                  reg_wen,
    output reg                  reg_ren,
    output reg  [5:0]           reg_waddr,
    output reg  [5:0]           reg_raddr,
    output reg                  alu_en_mac,
    output reg                  alu_clr_acc,
    input  wire signed [15:0]   alu_result,
    output reg  signed [15:0]   dout,
    output reg                  valid_out,
    output wire                 done
);
    localparam [2:0] IDLE     = 3'd0,
                     WAIT_RD  = 3'd1,
                     LOAD     = 3'd2,
                     COMPUTE  = 3'd3,
                     WAIT_MAC = 3'd4,
                     OUTPUT   = 3'd5;
    reg [2:0] state, next_state;
    reg [6:0] tap_counter;
    reg [5:0] write_pointer;
    reg [2:0] wait_counter;
    assign done = (state == OUTPUT);
    always @(posedge clk2 or negedge rstn) begin
        if (!rstn)
            state <= IDLE;
        else
            state <= next_state;
    end
    always @(*) begin
        next_state = state;
        case (state)
            IDLE: begin
                if (!fifo_empty)
                    next_state = WAIT_RD;
            end
            WAIT_RD: begin
                next_state = LOAD;
            end
            LOAD: begin
                next_state = COMPUTE;
            end
            COMPUTE: begin
                if (tap_counter == 7'd65)
                    next_state = WAIT_MAC;
            end
            WAIT_MAC: begin
                if (wait_counter == 3'd3)
                    next_state = OUTPUT;
            end
            OUTPUT: begin
                next_state = IDLE;
            end
            default: next_state = IDLE;
        endcase
    end
    always @(posedge clk2 or negedge rstn) begin
        if (!rstn) begin
            tap_counter <= 7'd0;
            write_pointer <= 6'd0;
            wait_counter <= 3'd0;
        end else begin
            case (state)
                IDLE: begin
                    tap_counter <= 7'd0;
                    wait_counter <= 3'd0;
                end
                COMPUTE: begin
                    if (tap_counter < 7'd65)
                        tap_counter <= tap_counter + 1'b1;
                end
                WAIT_MAC: begin
                    wait_counter <= wait_counter + 1'b1;
                end
                OUTPUT: begin
                    write_pointer <= (write_pointer == 6'd63) ? 6'd0 : write_pointer + 1'b1;
                end
            endcase
        end
    end
    always @(*) begin
        fifo_ren    = 1'b0;
        coeff_ren   = 1'b0;
        coeff_raddr = 6'd0;
        reg_wen     = 1'b0;
        reg_ren     = 1'b0;
        reg_waddr   = 6'd0;
        reg_raddr   = 6'd0;
        alu_en_mac  = 1'b0;
        alu_clr_acc = 1'b0;
        case (state)
            IDLE: begin
                if (!fifo_empty) begin
                    fifo_ren = 1'b1;
                end
            end
            WAIT_RD: begin
            end
            LOAD: begin
                reg_wen   = 1'b1;
                reg_waddr = write_pointer;
            end
            COMPUTE: begin
                if (tap_counter == 7'd0) begin
                    alu_clr_acc = 1'b1;
                end
                if (tap_counter < 7'd64) begin
                    coeff_ren   = 1'b1;
                    coeff_raddr = tap_counter[5:0];
                    reg_ren   = 1'b1;
                    if (write_pointer >= tap_counter[5:0]) begin
                        reg_raddr = write_pointer - tap_counter[5:0];
                    end else begin
                        reg_raddr = 6'd64 + write_pointer - tap_counter[5:0];
                    end
                end
                if (tap_counter >= 7'd2 && tap_counter < 7'd66) begin
                    alu_en_mac = 1'b1;
                end
            end
            WAIT_MAC: begin
            end
            OUTPUT: begin
            end
        endcase
    end
    always @(posedge clk2 or negedge rstn) begin
        if (!rstn) begin
            dout <= 16'd0;
            valid_out <= 1'b0;
        end else begin
            if (state == OUTPUT) begin
                dout <= alu_result;
                valid_out <= 1'b1;
            end else begin
                valid_out <= 1'b0;
            end
        end
    end
endmodule
module fir_alu
#(
  parameter ACC_W = 40
)
(
  input  wire                     clk,
  input  wire                     rstn,
  input  wire                     en_mac,
  input  wire                     clr_acc,
  input  wire signed [15:0]       a_q15,
  input  wire signed [15:0]       b_q15,
  output reg  signed [ACC_W-1:0]  acc_out,
  output wire signed [31:0]       prod_q30,
  output reg  signed [15:0]       y_q7_9,
  output reg                      y_saturated
);
  wire signed [31:0] mult_raw;
  assign mult_raw  = $signed(a_q15) * $signed(b_q15);
  assign prod_q30  = mult_raw;
  wire signed [ACC_W-1:0] prod_ext;
  assign prod_ext = {{(ACC_W-32){mult_raw[31]}}, mult_raw};
  always @(posedge clk or negedge rstn) begin
    if (!rstn) begin
      acc_out <= {ACC_W{1'b0}};
    end else if (clr_acc) begin
      acc_out <= {ACC_W{1'b0}};
    end else if (en_mac) begin
      acc_out <= acc_out + prod_ext;
    end
  end
  localparam integer SHIFT = 21;
  wire signed [ACC_W-1:0] round_add =
      {{(ACC_W-SHIFT){1'b0}}, 1'b1, {(SHIFT-1){1'b0}}};
  wire signed [ACC_W-1:0] acc_round =
      (acc_out[ACC_W-1] == 1'b0) ? (acc_out + round_add)
                                 : (acc_out - round_add);
  wire signed [ACC_W-1:0] acc_shift = acc_round >>> SHIFT;
  wire signed [ACC_W-1:0] max_pos = {{(ACC_W-16){1'b0}}, 16'h7FFF};
  wire signed [ACC_W-1:0] min_neg = {{(ACC_W-16){1'b1}}, 16'h8000};
  always @* begin
    y_saturated = 1'b0;
    if (acc_shift > max_pos) begin
      y_q7_9      = 16'sh7FFF;
      y_saturated = 1'b1;
    end else if (acc_shift < min_neg) begin
      y_q7_9      = 16'sh8000;
      y_saturated = 1'b1;
    end else begin
      y_q7_9 = acc_shift[15:0];
    end
  end
endmodule
module cmem
#(
  parameter integer DEPTH  = 64,
  parameter integer WIDTH  = 16,
  parameter integer ADDR_W = 6
)(
  input  wire                     clk2,
  input  wire                     rstn,
  input  wire                     cload,
  input  wire [ADDR_W-1:0]        caddr,
  input  wire signed [WIDTH-1:0]  cin,
  input  wire                     ren,
  input  wire [ADDR_W-1:0]        raddr,
  output reg  signed [WIDTH-1:0]  cout
);
  reg signed [WIDTH-1:0] mem [0:DEPTH-1];
  integer mem_rst_idx;
  always @(posedge clk2 or negedge rstn) begin
    if (!rstn) begin
      cout <= {WIDTH{1'b0}};
      for (mem_rst_idx = 0; mem_rst_idx < DEPTH; mem_rst_idx = mem_rst_idx + 1) begin
        mem[mem_rst_idx] <= {WIDTH{1'b0}};
      end
    end else begin
      if (cload) begin
        mem[caddr] <= cin;
      end
      if (ren) begin
        cout <= mem[raddr];
      end
    end
  end
endmodule
module regfile
#(
  parameter integer DEPTH  = 64,
  parameter integer WIDTH  = 16,
  parameter integer ADDR_W = 6
)(
  input  wire                     clk2,
  input  wire                     rstn,
  input  wire                     wen,
  input  wire [ADDR_W-1:0]        waddr,
  input  wire signed [WIDTH-1:0]  din,
  input  wire                     ren,
  input  wire [ADDR_W-1:0]        raddr,
  output reg  signed [WIDTH-1:0]  dout
);
  reg signed [WIDTH-1:0] mem [0:DEPTH-1];
  integer mem_rst_idx;
  always @(posedge clk2 or negedge rstn) begin
    if (!rstn) begin
      dout <= {WIDTH{1'b0}};
      for (mem_rst_idx = 0; mem_rst_idx < DEPTH; mem_rst_idx = mem_rst_idx + 1) begin
        mem[mem_rst_idx] <= {WIDTH{1'b0}};
      end
    end else begin
      if (wen) begin
        mem[waddr] <= din;
      end
      if (ren) begin
        dout <= mem[raddr];
      end
    end
  end
endmodule
module fir_fifo #(
    parameter WIDTH = 16,
    parameter DEPTH = 64,
    parameter ADDR_W = 6
) (
    input  wire                 clk1,
    input  wire                 rstn1,
    input  wire                 wen,
    input  wire signed [WIDTH-1:0] din,
    output reg                  full,
    input  wire                 clk2,
    input  wire                 rstn2,
    input  wire                 ren,
    output reg signed [WIDTH-1:0] dout,
    output reg                  empty
);
    reg signed [WIDTH-1:0] mem [0:DEPTH-1];
    reg [ADDR_W:0] wptr_bin;
    reg [ADDR_W:0] wptr_gray;
    reg [ADDR_W:0] wptr_gray_sync1;
    reg [ADDR_W:0] wptr_gray_sync2;
    reg [ADDR_W:0] rptr_bin;
    reg [ADDR_W:0] rptr_gray;
    reg [ADDR_W:0] rptr_gray_sync1;
    reg [ADDR_W:0] rptr_gray_sync2;
    function [ADDR_W:0] bin2gray;
        input [ADDR_W:0] binary;
        begin
            bin2gray = binary ^ (binary >> 1);
        end
    endfunction
    function [ADDR_W:0] gray2bin;
        input [ADDR_W:0] gray;
        integer i;
        begin
            gray2bin[ADDR_W] = gray[ADDR_W];
            for (i = ADDR_W-1; i >= 0; i = i - 1) begin
                gray2bin[i] = gray2bin[i+1] ^ gray[i];
            end
        end
    endfunction
    integer mem_rst_idx;
    always @(posedge clk1 or negedge rstn1) begin
        if (!rstn1) begin
            wptr_bin  <= {(ADDR_W+1){1'b0}};
            wptr_gray <= {(ADDR_W+1){1'b0}};
            for (mem_rst_idx = 0; mem_rst_idx < DEPTH; mem_rst_idx = mem_rst_idx + 1) begin
                mem[mem_rst_idx] <= {WIDTH{1'b0}};
            end
        end else begin
            if (wen && !full) begin
                mem[wptr_bin[ADDR_W-1:0]] <= din;
                wptr_bin  <= wptr_bin + 1'b1;
                wptr_gray <= bin2gray(wptr_bin + 1'b1);
            end
        end
    end
    always @(posedge clk1 or negedge rstn1) begin
        if (!rstn1) begin
            rptr_gray_sync1 <= {(ADDR_W+1){1'b0}};
            rptr_gray_sync2 <= {(ADDR_W+1){1'b0}};
        end else begin
            rptr_gray_sync1 <= rptr_gray;
            rptr_gray_sync2 <= rptr_gray_sync1;
        end
    end
    always @(posedge clk1 or negedge rstn1) begin
        if (!rstn1) begin
            full <= 1'b0;
        end else begin
            full <= (wptr_gray == {~rptr_gray_sync2[ADDR_W:ADDR_W-1], rptr_gray_sync2[ADDR_W-2:0]});
        end
    end
    always @(posedge clk2 or negedge rstn2) begin
        if (!rstn2) begin
            rptr_bin  <= {(ADDR_W+1){1'b0}};
            rptr_gray <= {(ADDR_W+1){1'b0}};
        end else begin
            if (ren && !empty) begin
                rptr_bin  <= rptr_bin + 1'b1;
                rptr_gray <= bin2gray(rptr_bin + 1'b1);
            end
        end
    end
    always @(posedge clk2 or negedge rstn2) begin
        if (!rstn2) begin
            dout <= {WIDTH{1'b0}};
        end else begin
            if (ren && !empty) begin
                dout <= mem[rptr_bin[ADDR_W-1:0]];
            end
        end
    end
    always @(posedge clk2 or negedge rstn2) begin
        if (!rstn2) begin
            wptr_gray_sync1 <= {(ADDR_W+1){1'b0}};
            wptr_gray_sync2 <= {(ADDR_W+1){1'b0}};
        end else begin
            wptr_gray_sync1 <= wptr_gray;
            wptr_gray_sync2 <= wptr_gray_sync1;
        end
    end
    always @(posedge clk2 or negedge rstn2) begin
        if (!rstn2) begin
            empty <= 1'b1;
        end else begin
            empty <= (rptr_gray == wptr_gray_sync2);
        end
    end
endmodule
```
`./constraint.sdc`:
```
current_design fir_core

set clk_period 3.9
set clk_io_pct 0.2

create_clock -name clk0 -period $clk_period [get_ports {clk1}]
create_clock -name clk1 -period $clk_period [get_ports {clk2}]

set non_clock_inputs [all_inputs -no_clocks]
set_input_delay [expr $clk_period * $clk_io_pct] -clock clk0 $non_clock_inputs
set_output_delay [expr $clk_period * $clk_io_pct] -clock clk0 [all_outputs]
```
`./config.mk`:
```
export PLATFORM = sky130hd
export DESIGN_NAME = fir_core
export DESIGN_NICKNAME = fir_core
export VERILOG_FILES = /design/flow/design.v
export SDC_FILE = /design/flow/constraint.sdc
export NUM_CORES = 4
export LEC_CHECK = 1
export CORE_UTILIZATION = 30
```
==> writeup.txt <==
The path depth of the worst reg2reg path came out at 24. The commonest cells after synthesis are dfrtp_1 (3253), mux2_2 (3087), clkbuf_1 (839). The kind of start point of the critical path is a flip-flop. Overall routing resource usage recorded by global route was 24.9%. Setup repair after global routing could not meet its margin everywhere.

The run gives 23.9% for the synthesis-to-layout area growth. The logs give 123 for the largest net degree at the start of global routing and 30.1% for the initial standard-cell utilization of the core. For this design the ratio of total power to cell area is 440 nW/µm². With the post-synthesis sequential area ratio at 52.6%, the number of violations reported at the end of detailed-routing iteration 0 is 9063. The yosys-reported design area after synthesis is 155000 µm². The detailed router reported a total wirelength of 629000 µm.

With the number of port buffers at 58, the final worst setup slack is -2.25 ns. The worst setup path is captured at a flip-flop. Per the finish-stage timing summary, setup violations number 50.

Ranked by total cell area, the synthesized netlist is headed by dfrtp_1 (53%), mux2_2 (22%), fa_1 (4.3%). The report counts max-capacitance violations totalling 0. The measured slew at the worst slew-check pin works out to 1.18 ns.

The floorplan step defined a die boundary enclosing 519000 µm². In this run the remaining antenna-violating nets after routing total 0. The run gives -2.25 ns as the register-to-register setup slack. Per the synth log, the flip-flop and latch total comes to 3255. The data arrival time reported for the critical path is 6.95 ns. The run gives 0 for the count of final hold-check violations. The run gives 0.06 ns for the clock transition at the registers of the reported paths. With the worst vdd rail ir drop at 0.496 mV, the cell leakage power is 89.6 nW. The first-pass GRT wire length is 891000 µm. Post-synthesis cell type with the largest combined area: dfrtp_1. The flow ran to the end, but the final reports show violations. The sum of negative setup slack was -62.06 ns. Of the post-synthesis cell area, the dominant cell type holds 52.6%.

The height of the die was 720 µm. The reg-to-reg critical path endpoint is u_alu.acc_out[39]$_DFFE_PN0P_. The logs give 12100 for the post-synthesis cell count from yosys and 60 for the number of top-level pins. TritonCTS built the clock tree. For the number of global-route vias before repair, the log shows 115000. The number of antenna violations at the first check in global routing is 38, and the cell area after technology mapping is 155000 µm².

After its last routability iteration, the placer logged a weighted congestion of 1.02. The top fanout value on the critical path is 5. According to the timing report, the data required time at the worst endpoint equals 4.70 ns. The warning tally printed by Yosys for this design is 9. Counting flops with a built-in enable in the synthesized netlist gives 0. The synthesized instance count was 12100.

After synthesis, the netlist uses 91 different library cells. For the final worst clock skew, the log shows 0.0471 ns. According to the floorplan report, the placeable core area is 513000 µm². The pre-CTS setup check shows a worst slack of -2.46 ns. In this run the worst setup path begins at u_cmem.cout[4]$_DFFE_PN0P_. The final reports fail on setup timing. The worst slew margin relative to its limit is 21.3%. Per the detail_route report, vias per standard cell equal 5.57. The worst setup path is of the reg2reg kind.

The script parses the final routing iteration and logs DRC violations as 0. The count of warning messages emitted by the tools was 48. Of all flip-flops after synthesis, the portion carrying an async set or reset was 100%. Post-synthesis cell type with the largest instance count: dfrtp_1. The total count of max-transition violations in the final report came out at 0.

For this run, the detailed router's first-pass iteration total came to 6. Once layout is done, the placed cells without fillers occupy 192000 µm². For the total congestion overflow, the log shows 0. The clock sink count came out at 3255.

Per the detail_route report, routed wire per instance is 30.8 µm. The instance area after placement is 176000 µm². Per the detail_route report, the via count comes to 114000. The tools report the floorplan row count as 263. Once detailed placement completed, the half-perimeter wirelength came to 431000 µm. End point of the critical path: u_alu.acc_out[39]$_DFFE_PN0P_. The tightest min-delay check is of the in2reg type. The synthesis report names the predominant flop master as dfrtp_1. The post-route netlist has 45.4% of its cells at a drive strength greater than 1. Start of the worst register-to-register path: u_cmem.cout[4]$_DFFE_PN0P_. Per the post-synthesis stats, the area per cell is 12.8 µm². The die span in x works out to 720 µm.
-- cell families after synthesis --
family,count (synthesis),synth area share [%]
compound gates,1915,9.52
xor+xnor,111,0.628
fa+ha+maj,484,5.52
buf+inv,1379,3.40
flops,3255,52.6
simple gates,1812,5.54
mux,3134,22.8
-- registers in the layout (all words and copies together) (netlist names), 7 cells and up --
register	flops
u_fifo.wptr_bin	7
u_alu.acc_out	40
u_cmem.cout	16
u_fifo.mem	1024
u_cmem.mem	1024
u_fsm.tap_counter	7
u_fifo.rptr_gray	7
u_fifo.rptr_gray_sync2	7
u_fsm.dout	16
u_fifo.dout	16
u_fifo.wptr_gray_sync1	7
u_fifo.rptr_gray_sync1	7
u_regfile.dout	16
u_fifo.wptr_gray_sync2	7
u_regfile.mem	1024
-- where the power goes --
group          internal, mW  switching [mW]
combinational          5.01            3.65
clock                  18.9            14.2
sequential             39.6            3.01
-- area by class of cell --
type / count / area, µm²
Antenna cell: 22 / 55.1
Clock buffer: 502 / 9980
Clock inverter: 106 / 1180
Fill cell: 48300 / 322000
Inverter: 435 / 1640
Multi-Input combinational cell: 7456 / 71800
Sequential cell: 3255 / 81500
Tap cell: 6757 / 8450
Timing Repair Buffer: 1853 / 17200
-- metrics by stage --
| step | power [mW] | hold WS, ns | std cells | utilization [%] |
|---|---|---|---|---|
| floorplan | 48.4 | 0.331 | 12100 | - |
| global placement | 51.3 | 0.333 | 19600 | 34.2 |
| detailed placement | 51.7 | 0.335 | 19600 | 34.2 |
| CTS | 84.7 | 0.137 | 20300 | 37.1 |
| global route | 87.4 | 0.162 | 20400 | 37.3 |
| finish | 84.4 | 0.162 | 20400 | 37.4 |
-- per-layer routing --
layer | part of all wire, % | wire length [µm] | vias to the layer above | GRT usage, %
met5 | 0.10 | 653 | - | 0.351
met4 | 6.1 | 38600 | 36 | 11.7
met3 | 13 | 78700 | 1631 | 12.2
met2 | 43 | 271000 | 5510 | 35.6
met1 | 38 | 240000 | 59700 | 32.2
li1 | - | - | 46700 | -
-- cell usage in the layout, fill, tap and decap left out, types with 34 or more instances in the layout --
| cell | n |
|---|---|
| dfrtp_1 | 3215 |
| mux2_2 | 3086 |
| buf_4 | 1440 |
| nand2_1 | 625 |
| a22oi_1 | 604 |
| inv_1 | 405 |
| clkbuf_16 | 346 |
| fa_1 | 313 |
| a221oi_1 | 283 |
| a22o_1 | 253 |
| buf_12 | 202 |
| nor2_2 | 190 |
| nand4_1 | 189 |
| nor2_1 | 182 |
| nand3_1 | 165 |
| buf_6 | 129 |
| ha_1 | 123 |
| and2_1 | 117 |
| a21oi_1 | 117 |
| o21ai_0 | 112 |
| clkbuf_1 | 81 |
| clkbuf_8 | 76 |
| a222oi_1 | 62 |
| xnor2_1 | 60 |
| clkinv_2 | 56 |
| o211ai_1 | 50 |
| mux2i_1 | 47 |
| nor3_1 | 46 |
| xor2_1 | 42 |
| dfrtp_2 | 38 |
| a21oi_2 | 35 |
| a22oi_2 | 34 |
-- worst min path at each step --
stage	endpoint	slack, ns	cells past startpoint	start
4_1_cts	u_alu.acc_out[35]$_DFFE_PN0P_	0.14	2	rstn
5_1_grt	u_cmem.mem[34][8]$_DFFE_PN0P_	0.16	2	cin[8]
6_report	u_cmem.mem[34][8]$_DFFE_PN0P_	0.16	2	cin[8]
-- worst max-delay path, stage by stage, from the launching register on --
cell and delay [ns]:
dfrtp_2 0.46, buf_12 0.15, and2_4 0.13, fa_1 0.46, fa_1 0.53, inv_2 0.04, fa_1 0.51, inv_2 0.04
fa_1 0.47, fa_1 0.51, inv_1 0.05, fa_1 0.49, inv_2 0.05, ha_4 0.21, a221oi_2 0.23, o21ai_1 0.11
a221o_1 0.34, a31oi_4 0.20, buf_6 0.14, a2bb2oi_2 0.16, o21ai_2 0.07, a21o_1 0.20, a21oi_2 0.19, nor4b_2 0.21
o21ai_1 0.08
-- timing repair --
| item | 4_1_cts | 5_1_grt |
|---|---|---|
| endpoints found under the hold margin | 43 | 0 |
| pin swaps | 199 | 170 |
| endpoints found under the setup margin | 65 | 86 |
| buffers inserted | 139 | 63 |
| cloned | 2 | 0 |
| hold buffers | 1 | 0 |
| resized | 542 | 244 |
Power figures rest on the tool's default switching activity, not on a simulated workload.
